<file path="config.mk">
export PLATFORM = sky130hd
export DESIGN_NAME = Control_Logic
export DESIGN_NICKNAME = Control_Logic
export VERILOG_FILES = /design/flow/design.v
export SDC_FILE = /design/flow/constraint.sdc
export NUM_CORES = 4
export LEC_CHECK = 1
export CORE_AREA = 10 10 136 136
export DIE_AREA = 0 0 146 146
</file>
<file path="constraint.sdc">
current_design Control_Logic

set clk_period 9.4
set clk_io_pct 0.2

create_clock -name clk0 -period $clk_period

set non_clock_inputs [all_inputs -no_clocks]
set_input_delay [expr $clk_period * $clk_io_pct] -clock clk0 $non_clock_inputs
set_output_delay [expr $clk_period * $clk_io_pct] -clock clk0 [all_outputs]
</file>
<file path="design.v">
module Control_Logic
(
    instrn,
	instrn_opcode,
	address_plus_4,
	branch_address,
	ctrl_in_address,
	alu_result,
	zero_out,
	ctrl_write_en,
	ctrl_write_addr,
	read_data2,
	sign_ext_out,
	ctrl_aluin2,
	ctrl_datamem_write_en,
	datamem_read_data,
	ctrl_regwrite_data
);
input [31:0] instrn;	 
input [5:0] instrn_opcode;
input [31:0] address_plus_4;
input [31:0] branch_address;
input [31:0] datamem_read_data;
input [31:0] alu_result;
input zero_out;
input [31:0] read_data2;
input [31:0] sign_ext_out;
output wire [31:0] ctrl_in_address;
output wire ctrl_write_en;
output wire [4:0] ctrl_write_addr;
output wire [31:0] ctrl_aluin2;
output wire ctrl_datamem_write_en;
output wire [31:0] ctrl_regwrite_data;
assign ctrl_in_address = (instrn_opcode==6'h04 && zero_out) ? branch_address : address_plus_4;
assign ctrl_write_en = (instrn_opcode==6'h00) || (instrn_opcode==6'h23);
assign ctrl_write_addr = (instrn_opcode==6'h00) ? instrn[15:11] : instrn[20:16];
assign ctrl_regwrite_data = (instrn_opcode==6'h23) ? datamem_read_data : alu_result;
assign ctrl_aluin2 = (instrn_opcode==6'h23 || instrn_opcode==6'h2B) ? sign_ext_out : read_data2;
assign ctrl_datamem_write_en = (instrn_opcode==6'h2B); 
endmodule
</file>
<file path="run.sh">
#!/bin/bash
# OpenROAD 26Q1-2900-gdf79404cd8, Yosys 0.63+post, stock flow scripts
make -C /OpenROAD-flow-scripts/flow DESIGN_CONFIG=/design/flow/config.mk WORK_HOME=/design/flow/orfs finish
</file>
==> run summary <==
flow finished, numbers: FILL cells 1617, critical-path cell list clkdlybuf4s50_1, nor4_2, and4b_2, buf_4, mux2_2, clkdlybuf4s50_1, sequential share of the synthesized area 0%, chip footprint 21300 um2, Area contributors post-synth sky130_fd_sc_hd__mux2_2, sky130_fd_sc_hd__mux2_4, sky130_fd_sc_hd__buf_12, layout cells sized above 1 25.1%, sum of overflow across all layers after global routing 0, total via count in the routed design 2213, DR iter-0 viols 41, number of global-route vias before repair 2578, # rows 46, static leakage 0.00177 uW, MaxCap Viol Count 0, number of antenna violations at the first check in global routing 0, final RePlAce weighted congestion 0.788, area added between synthesis and finish 235%, Final Instance Area 4730 um2, fin crit share 64.7%, cell resize tally after clock tree synthesis 0, Peak Freq 164 MHz, utilization after layout 30.1%, Core Box Area 15700 um2, total of warnings raised by yosys 0, number of buffer and inverter instances along the worst setup path 3, synthesized cell area 1410 um2, P per Cell Area 35.0 nW/um2, setup repair after global routing missed its margin no, Post-Syn Instances 121, post-synthesis cell type count 13, dpl hpwl 10900 um, dpl cell area 4730 um2, CP peak stage delay 0.47 ns, result of the run completed, kind of launch point of the worst setup path input pin, via-per-instance ratio 3.45, critical path data required time 7.52 ns, Critical Path End Type output pin, final routed wirelength across all metal layers 11800 um, dominant logic cell type in the layout sky130_fd_sc_hd__clkdlybuf4s50_1, yosys cell count 121, class of the most critical setup path input pin to output pin, number of hold-repair buffers added at the cts stage 0, category of cells accounting for the largest share of critical-path delay buffers and inverters, Pre-Repair DR Iteration Count 4, setup_tns 0 ns, chip height 146 um, CP max stage cell sky130_fd_sc_hd__buf_4, total area of multi-input combinational cells 1310 um2, worst hold slack after final layout 4.76 ns, number of clock buffers in the layout 0, flop count 0, number of warnings in the stage logs 54, count of input and output buffers 312, die width 146 um, largest fanout on the critical path 32, final hold violation count 0, Non-Filler Instances 642, top-area cell type share of the netlist area 56.6%, post-DR wirelength/cell 18.4 um, number of setup violations in the final report 0, most area-hungry cell type in the Yosys netlist sky130_fd_sc_hd__mux2_2, CP Data Arrival Time 4.20 ns, most frequently placed logic cells in the final layout sky130_fd_sc_hd__clkdlybuf4s50_1, sky130_fd_sc_hd__mux2_2, sky130_fd_sc_hd__mux2_4, sky130_fd_sc_hd__buf_4, number of top-level pins 334, fp_density 8.98%, Antenna Cells 0, Cell Count Post-Placement 642, synthesized area divided by synthesized cell count 11.7 um2, DRT antenna net count 0, relative max-transition margin 61.5%, worst-margin pin slew 0.578 ns, path type of the worst min-delay path input pin to output pin, total routing usage reported by global routing 10.2%, Max Slew Vio Count 0, clock period minus worst slack 6.08 ns, # DRC 0, maximum vdd ir drop 0.0163 mV, post-synth area from yosys stat 1410 um2, maximum number of pins on one net before global-route repair 34, Post-CTS Setup Repair Bufs 0, Flop area 0 um2, Worst path most repeated cell sky130_fd_sc_hd__clkdlybuf4s50_1, first-pass GRT wire length 16900 um
## cell families (layout without fill, tap and decap cells)
| kind of cell | after synthesis | count (layout) | synth area share, % |
|---|---|---|---|
| muxes | 101 | 101 | 88.6 |
| buffers and inverters | 11 | 316 | 7.45 |
| and+or+nand+nor | 9 | 9 | 3.99 |
## worst paths after layout
path	start	end	slack (ns)	cells after the start
setup / recovery	instrn_opcode[0]	ctrl_in_address[0]	3.32	6
hold / removal	instrn_opcode[3]	ctrl_datamem_write_en	4.76	4
## through the flow
| stage | power (uW) | setup WS [ns] |
|---|---|---|
| floorplan | 25.4 | 4.59 |
| global placement | 168 | 3.30 |
| detailed placement | 167 | 3.28 |
| CTS | 169 | 3.28 |
| global route | 178 | 3.18 |
| finish | 166 | 3.32 |
## report_power, final
part	total (uW)	switching [uW]	internal, uW
sequential	0	0	0
combinational	166	28.0	138
clock	0	0	0
total	166	28.0	138
## layout make-up
class / instances / area share [%]
timing repair buffer: 315 / 66.5
multi-input combinational: 110 / 27.7
tap: 216 / 5.72
inverter: 1 / 0.0794
## layer usage
layer | share of wire [%] | vias up | routed length [um] | track usage (%)
met5 | 0 | - | 0 | 0
met4 | 0.12 | 0 | 14 | 0.150
li1 | - | 1074 | - | -
met3 | 13 | 2 | 1570 | 5.50
met1 | 37 | 960 | 4370 | 11.1
met2 | 50 | 177 | 5860 | 18.2
## tightest hold or removal path: cells and delay by family
| family | cells | cell delay [ns] |
|---|---|---|
| AND/OR/NAND/NOR | 1 | 0.06 |
| buffers and inverters | 3 | 0.94 |
## cell usage after synthesis
library cell / instances
sky130_fd_sc_hd__buf_6: 1
sky130_fd_sc_hd__nand3_1: 1
sky130_fd_sc_hd__nor4_2: 1
sky130_fd_sc_hd__and2_2: 1
sky130_fd_sc_hd__mux2_2: 71
sky130_fd_sc_hd__nand4_1: 1
sky130_fd_sc_hd__nand2_1: 2
sky130_fd_sc_hd__nor2_1: 2
sky130_fd_sc_hd__buf_2: 6
sky130_fd_sc_hd__inv_1: 1
sky130_fd_sc_hd__buf_12: 3
sky130_fd_sc_hd__and4b_1: 1
sky130_fd_sc_hd__mux2_4: 30
Power figures rest on the tool's default switching activity, not on a simulated workload.
